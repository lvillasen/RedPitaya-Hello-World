## flow/design.v

```verilog
module dual_port_ram_dac (
input wire clka,
input wire clkb,
input wire rst_a,
input wire rst_b,
input  [13:0] dia,
output reg [13:0] dac_o,
output  wire clkb_o,
output  wire en_a,
output  wire en_b
);
reg Q1,Q2,Q3,QQ1,QQ2,QQ3;
reg int_en_a = 1'b0;
reg int_en_b = 1'b0;
wire int_rst_a ;
wire int_rst_b ;
reg [13:0] ram [1024:0];
reg  [9:0] addra = 10'd0;
reg  [9:0] addrb = 10'd0;
always @(negedge clka, posedge int_rst_a)
begin
 if (int_rst_a) 
    addra <= 10'd0; 
else begin  
    if (addra < 10'b1111111111)  
      addra <= addra + 1'b1;  
end  
end
always @(posedge clka)
begin
      ram[addra]  <= dia;  
      Q1 <= rst_a; 
      Q2 <= Q1;
      Q3 <= Q2;
end
always @(posedge clka, posedge int_rst_a)
begin
if (int_rst_a)
  int_en_a <= 1'b1;
else if (addra == 10'b1111111111) 
  int_en_a <= 1'b0;
end
always @(negedge clkb, posedge int_rst_b)
begin
 if (int_rst_b) 
    addrb <= 10'd0; 
else begin  
    if (addrb < 10'b1111111111)  
      addrb <= addrb + 1'b1;  
end  
end
always @(posedge clkb, posedge int_rst_b)
begin
if (int_rst_b)
  int_en_b <= 1'b1;
else if (addrb == 10'b1111111111) 
  int_en_b <= 1'b0;
end
always @(negedge clkb)
begin
 if (int_en_b )
   begin
       dac_o <= ram[addrb];  
   end
end
always @(posedge clkb)
begin
      QQ1 <= rst_b; 
      QQ2 <= QQ1;
      QQ3 <= QQ2;
end
assign int_rst_a = Q1 && Q2 && (~ Q3);
assign int_rst_b = QQ1 && QQ2 && (~ QQ3);
assign clkb_o = clkb && int_en_b;
assign en_a = int_en_a;
assign en_b = int_en_b;
endmodule
```

## flow/run.sh

```bash
#!/bin/bash
# OpenROAD 26Q1-2900-gdf79404cd8, Yosys 0.63+post, stock flow scripts
make -C /OpenROAD-flow-scripts/flow DESIGN_CONFIG=/design/flow/config.mk WORK_HOME=/design/flow/orfs finish
```

## flow/config.mk

```make
export PLATFORM = sky130hd
export DESIGN_NAME = dual_port_ram_dac
export DESIGN_NICKNAME = dual_port_ram_dac
export VERILOG_FILES = /design/flow/design.v
export SDC_FILE = /design/flow/constraint.sdc
export NUM_CORES = 4
export LEC_CHECK = 1
export CORE_UTILIZATION = 30
export SYNTH_MEMORY_MAX_BITS = 65536
```

## flow/constraint.sdc

```tcl
current_design dual_port_ram_dac

set clk_period 1.5
set clk_io_pct 0.2

create_clock -name clk0 -period $clk_period [get_ports {clka}]
create_clock -name clk1 -period $clk_period [get_ports {clkb}]

set non_clock_inputs [all_inputs -no_clocks]
set_input_delay [expr $clk_period * $clk_io_pct] -clock clk0 $non_clock_inputs
set_output_delay [expr $clk_period * $clk_io_pct] -clock clk0 [all_outputs]
```

==> flow_summary.ini <==
; yosys + openroad results
[place]
dp_slack_ns = -4.24
dp_cells = 51200
io_buffers = 33
place_congestion = 0.956
dp_hpwl_mm = 1210
placed_cell_area_mm2 = 0.632

[floorplanning]
initial_utilization_pct = 30.1
floorplan.die_area_mm2 = 1.85
io_pins = 35
die_w_mm = 1.36
die_y_mm = 1.36
core-area_mm2 = 1.84
core.rowCount = 498

[synth]
async_flop_share_pct = 0.153
synth_cell_type_count = 85
yosys_cells = 23600
top_cell_area_share_pct = 78.1
top_cells_by_count = edfxtp_1, mux4_2, nor2_1, clkbuf_1, mux2i_1
ys_top_cells_by_area = edfxtp_1, mux4_2, nor2_1
ys_seq_share_pct = 78.2
ys_ff = 14400
synth_top_cell_by_area = edfxtp_1
synth_area_per_cell_um2 = 23.4
enable_flop_cells = 14400
synth_cells = 23600
post-synth-top-count-cell = edfxtp_1
yosysWarnings = 1
ys_area_mm2 = 0.552
synth_area_mm2 = 0.552
synth-main-ff-cell = edfxtp_1

[routing]
first_pass_iters = 8
drt_iter0_markers = 19100
via_per_inst = 5.12
via_count = 277000
routedWlPerCell_um = 33.2
wl_mm = 1800
drtAntennaViolNets = 0
drcViolationCount = 0

[final_layout]
final_util_pct = 37.3
syn2layout_area_growth_pct = 24.2
final_cells = 54200
fillCellCount = 161000
drive_gt1_share_pct = 38.6
fin_area_mm2 = 0.686
seq_area_mm2 = 0.432
mi_logic_area_mm2 = 0.116

[global_routing]
grt-ovfl-total = 0
grt_max_degree = 102
grt_use_total_pct = 20.8
antenna_found_initial = 122
grt_pass1_vias = 308000
grt_pass1_wl_mm = 2450

[timing]
setup_viol = 14400
rsz0062_at_grt = yes
hold_viol = 0
fin_skew_ns = 0.145
slew_viol_final = 0
fin_setup_tns_ns = -19994.70
worstMarginPinSlew_ns = 1.29
final.setup.worst_slack_ns = -3.27
maxSlewHeadroom_pct = 13.4

[pwr]
peakVddDrop_uv = 1060
p_leak_nw = 224
power.density_mw_per_mm2 = 1190

[critical_path]
startpoint_type = register
crit_path_end = dac_o[9]$_DFFE_NP_
reg2reg_depth = 8
regToRegSetupSlack_ns = -3.27
cp-startpoint = ram[624][9]$_DFFE_PP_
worstSetupPathType = register to register
required_ns = 1.25
cp_data_arrival_time_ns = 4.52
crit_fanout = 1
r2r_end = dac_o[9]$_DFFE_NP_
timing.rr.start = ram[624][9]$_DFFE_PP_
cp-end-kind = register

[run]
drv_cap = 0
warning_count = 42

[status]
outcome = finished, violations left
violations = negative setup slack

[hold_path]
hold_path.class = input port to register

[clocking]
clkTransAtPathRegs_ns = 0.06
cts_tree = built
[layout by cell type (no fill, tap or decap), types with 120 or more instances in the layout]
master,n
bufinv_16,160
o21ai_0,120
buf_4,2737
buf_12,1740
edfxtp_1,14400
clkbuf_16,1566
mux4_2,3926
clkinv_1,289
clkinv_2,280
diode_2,197
nand2_1,322
clkbuf_1,268
a21oi_1,135
mux2i_1,383
o22ai_1,229
nor2_1,1055
a22oi_1,199
[flip-flops by register name (all words and copies together), names as in the netlist]
signal,cells
QQ3,1
Q1,1
addrb,10
ram,14336
dac_o,14
QQ1,1
Q2,1
int_en_b,1
int_en_a,1
Q3,1
QQ2,1
addra,10
[worst min-delay path by stage]
stage / startpoint / to / slack [ns] / depth (start not counted)
finish: dia[1] / ram[972][1]$_DFFE_PP_ / 0.03 / 2
global route: dia[1] / ram[972][1]$_DFFE_PP_ / 0.05 / 2
CTS: dia[1] / ram[972][1]$_DFFE_PP_ / 0.03 / 2
[worst max-delay path, cell delays in order, from the launching register on]
cell and delay [ns]:
edfxtp_1 0.33, mux4_2 0.23, mux2i_1 0.08, a21o_1 0.32, o22ai_1 0.95, o21ai_0 0.33, buf_4 0.26, nor4_4 0.48
or3_4 0.23
[kinds of logic after synthesis]
| kind of cell | after synthesis | synth area share [%] |
|---|---|---|
| buf+inv | 1440 | 1.55 |
| mux | 4463 | 17.1 |
| simple gates | 1933 | 1.46 |
| flops | 14400 | 78.2 |
| compound gates | 1338 | 1.67 |
| fa+ha+maj | 5 | 0.0113 |
| xor+xnor | 7 | 0.0111 |
[layer usage]
metal / track usage, % / wire (um)
met1: 18.2 / 470000
met2: 29.4 / 808000
met3: 20.9 / 401000
met4: 10.3 / 109000
met5: 4.59 / 9680
[stage by stage]
step / hold slack (ns) / total power [W]
floorplan: 0.328 / 0.450
global placement: 0.338 / 0.460
detailed placement: 0.341 / 0.460
CTS: 0.0311 / 0.823
global route: 0.0499 / 0.839
finish: 0.0341 / 0.819
[repair_timing]
item,CTS,global route
setup endpoints to repair,14400,14400
gates resized,412,453
pin swaps,97,127
hold endpoints to repair,11400,0
hold buffers,17,0
cloned,5,36
setup buffers,25,40
[power breakdown]
| part | switching (W) | total [W] | internal [W] |
|---|---|---|---|
| Sequential | 0.00000716 | 0.442 | 0.442 |
| Clock | 0.153 | 0.368 | 0.215 |
| Combinational | 0.00771 | 0.00981 | 0.00210 |
| Total | 0.160 | 0.819 | 0.659 |
[area by class of cell]
cell class	count	area share [%]
antenna	197	0.0719
inverter	8	0.00840
tap	24500	4.47
sequential	14400	63.0
multi-input combinational	7746	16.9
clock inverter	878	1.25
clock buffer	1811	5.78
timing repair buffer	4677	8.52
Power figures rest on the tool's default switching activity, not on a simulated workload.
