===== design.v =====
module counter (seconds,clk);
output reg seconds;
input clk; 
reg [26:0] count;
always @(posedge clk)
begin
   if (count == 27'd62_500_000) begin 
        count   <= 0;
        seconds <= ~seconds;
    end else begin
        count   <= count + 1'b1;    
    end 
end
endmodule

===== run.sh =====
#!/bin/bash
# OpenROAD 26Q1-2900-gdf79404cd8, Yosys 0.63+post, stock flow scripts
make -C /OpenROAD-flow-scripts/flow DESIGN_CONFIG=/design/flow/config.mk WORK_HOME=/design/flow/orfs finish

===== config.mk =====
export PLATFORM = sky130hd
export DESIGN_NAME = counter
export DESIGN_NICKNAME = counter
export VERILOG_FILES = /design/flow/design.v
export SDC_FILE = /design/flow/constraint.sdc
export NUM_CORES = 4
export LEC_CHECK = 1
export CORE_AREA = 10 10 98 98
export DIE_AREA = 0 0 108 108

===== constraint.sdc =====
current_design counter

set clk_period 4.4
set clk_io_pct 0.2

create_clock -name clk0 -period $clk_period [get_ports {clk}]

set non_clock_inputs [all_inputs -no_clocks]
set_input_delay [expr $clk_period * $clk_io_pct] -clock clk0 $non_clock_inputs
set_output_delay [expr $clk_period * $clk_io_pct] -clock clk0 [all_outputs]

==> flow_summary.json <==
{
  "status": "complete, no violations",
  "io_buffers": 1,
  "first_iter_violations": 38,
  "comb_power_share_pct": 0,
  "htreeDepth": 1,
  "p_per_area_nw_per_um2": 271,
  "hold_end": "count[26]$_SDFF_PN0_",
  "die_h_um": 108,
  "ys_area_um2": 1280,
  "numCtsBuffers": 3,
  "yosysSeqAreaShare_pct": 44.7,
  "syn_to_final_growth_pct": 14.5,
  "avgSynthCellArea_um2": 9.61,
  "drc_errors": 0,
  "ys.flops": 28,
  "cp_slowest_cell": "clkdlybuf4s50_1",
  "clk_pin_slew_ns": 0.09,
  "grtUsageTotal_pct": 4.01,
  "p_leak_nw": 0.522,
  "setup_viol": 0,
  "cp_max_fo": 2,
  "ys_cells": 133,
  "cp-end-kind": "output pin",
  "regToRegSetupSlack_ns": 2.51,
  "r2r_cells": 6,
  "tightest_slew_ns": 0.465,
  "antenna_found_initial": 0,
  "post_cts_buffers": 0,
  "synth_top_area_share_pct": 42.3,
  "critPathKind": "reg -> out",
  "yosysWarnings": 1,
  "finClkSkew_ns": 0.00364,
  "rsz0062_at_grt": "false",
  "hpwl_um": 1630,
  "cp.depth": 1,
  "first_pass_iters": 4,
  "slew_headroom_pct": 68.7,
  "cpPeakStageDelay_ns": 0.47,
  "viasPerCell": 3.88,
  "clock_path_buffers": 2,
  "timing.rr.end": "count[19]$_SDFF_PN0_",
  "switchingPower_w": 0.0000774,
  "path_delay_family": "buffers and inverters",
  "synth-main-ff-cell": "dfxtp_1",
  "max-vdd-ir-drop_mv": 0.104,
  "most_common_cell": "dfxtp_1",
  "cp.required_ns": 3.52,
  "edf_count": 1,
  "start_kind": "register",
  "tns_ns": 0,
  "drive_above_1_share_pct": 8.70,
  "grt_pass1_wl_um": 4030,
  "warnings": 26,
  "seqPwrFrac_pct": 64.1,
  "ctsResizeCount": 0,
  "drv_cap": 0,
  "syn_area_um2": 1280,
  "hold_viol_final": 0,
  "yosys-top-cells-count": "dfxtp_1 (27), nor2_1 (15), nand2_1 (12), xor2_1 (11), nand4_1 (9)",
  "p_sw_share_pct": 19.5,
  "nFillCells": 840,
  "post-route-period-util_pct": 45.0,
  "clock-sinks": 28,
  "hp-class": "reg -> reg",
  "crit_chain": "clkdlybuf4s50_1",
  "overflow": 0,
  "rows": 32,
  "grt_max_degree": 16,
  "core_region_area_um2": 7650,
  "ios": 2,
  "cts-root-buf": "clkbuf_8",
  "floorplan.core_util_pct": 16.7,
  "cts_tree": "yes",
  "reg2reg_from": "count[9]$_SDFF_PN0_",
  "worstSkewPairLatency_ns": 0.27,
  "clock_power_share_pct": 35.9,
  "die_w_um": 108,
  "worstPathBufferInverterCount": 1,
  "wl_per_cell_um": 9.45,
  "synth.distinct_cells": 31,
  "antennaDiodeCount": 0,
  "fmax_ghz": 0.505,
  "fin_crit_ns": 1.98,
  "slew_violations": 0,
  "vias": 932,
  "hp-start": "count[26]$_SDFF_PN0_",
  "hold_buffers": 0,
  "p_int_w": 0.000319,
  "arrival_ns": 1.10,
  "syn_inst": 133,
  "routed_wirelength_um": 2270,
  "area_leaders": "dfxtp_1 (42%), xor2_1 (7.5%), xnor2_1 (5.5%)",
  "synthArstFlopShare_pct": 0,
  "grt_pass1_vias": 824,
  "hold_depth": 1,
  "die_area_um2": 11700,
  "holdWs_ns": 0.470,
  "synth_area_leader_cell": "dfxtp_1",
  "final_antenna_net_count": 0,
  "gp_congestion": 0.813
}
[sequential cells by signal, indices dropped and copies added (netlist names)]
| name | cells |
|---|---|
| seconds | 1 |
| count | 27 |
[worst max-delay path by stage]
stage / endpoint / slack [ns] / start
CTS: seconds / 2.40 / seconds$_DFFE_PN_
global route: count[24]$_SDFF_PN0_ / 2.32 / count[14]$_SDFF_PN0_
finish: seconds / 2.42 / seconds$_DFFE_PN_
[cells in the final DEF, fill, tap and decap left out, types with 3 or more instances in the layout]
| cell type | n |
|---|---|
| clkbuf_8 | 3 |
| dfxtp_1 | 27 |
| inv_1 | 5 |
| nand2_1 | 12 |
| nand3_1 | 8 |
| nand3b_1 | 3 |
| nand4_1 | 9 |
| nor2_1 | 15 |
| nor4b_1 | 3 |
| o21ai_0 | 5 |
| xnor2_1 | 8 |
| xor2_1 | 11 |
[layer usage]
| layer | part of all wire [%] | vias up | track usage, % |
|---|---|---|---|
| met3 | 3.1 | 4 | 0.723 |
| met5 | 0 | - | 0 |
| met4 | 1.3 | 0 | 0.668 |
| met2 | 45 | 14 | 6.03 |
| li1 | - | 475 | - |
| met1 | 51 | 439 | 5.97 |
[worst register-to-register path: cells and delay by family, from the launching register on]
kind / cells / cell delay, ns
flops: 1 / 0.40
buf+inv: 1 / 0.25
simple gates: 4 / 1.07
compound gates: 1 / 0.08
[metrics by stage]
stage          setup slack, ns  cell area (µm²)  utilization [%]  total power, W  std cells
2_1_floorplan             2.84             1280                -        0.000260        133
5_1_grt                   2.32             1460             19.1        0.000415        240
6_report                  2.42             1460             19.1        0.000397        240
3_3_place_gp              2.54             1420             18.5        0.000260        236
4_1_cts                   2.40             1460             19.1        0.000403        240
3_5_place_dp              2.53             1420             18.5        0.000260        236
[power by group through the flow]
stage         registers, W  clock network [W]        logic, W
global route      0.000255           0.000160  0.000000000270
CTS               0.000254           0.000148  0.000000000270
finish            0.000254           0.000142  0.000000000270
[kinds of logic (layout without fill, tap and decap cells)]
logic type / Yosys count / count (layout) / synth area share (%)
and+or+nand+nor: 71 / 71 / 35.8
DFF: 28 / 28 / 44.7
xor gates and xnor gates: 19 / 19 / 13.0
AOI/OAI and AO/OA: 7 / 7 / 2.74
buffers and inverters: 6 / 11 / 1.86
adders and majority gates: 2 / 2 / 1.96
[area by class of cell]
class,count,area (µm²),area share (%)
Clock buffer,4,45.0,3.08
Inverter,5,18.8,1.28
Multi-Input combinational cell,99,683,46.7
Sequential cell,28,571,39.0
Tap cell,102,128,8.73
Timing Repair Buffer,2,17.5,1.20
Power is estimated from default activity; no workload was simulated.
