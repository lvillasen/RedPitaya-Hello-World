**./design.v**
```verilog
`timescale 1ns / 1ps
module trigger (
  input wire           adc_clk,
  input  wire [13:0]   adc_dat_a,
  input  wire [13:0]   treshold,
  output reg           trigger,
  output  reg [13:0]   adc_dat_a_out
);
  reg [13:0] int_dat_a_reg;
  reg [13:0] int_treshold;
  always @(posedge adc_clk)
  begin
    adc_dat_a_out <= adc_dat_a;
    int_dat_a_reg <= adc_dat_a;
    int_treshold <= treshold;
    if (~int_dat_a_reg > ~int_treshold)
    trigger <= 1'b1;
    else
    trigger <= 1'b0;
  end
endmodule
```
**./run.sh**
```bash
#!/bin/bash
# OpenROAD 26Q1-2900-gdf79404cd8, Yosys 0.63+post, stock flow scripts
make -C /OpenROAD-flow-scripts/flow DESIGN_CONFIG=/design/flow/config.mk WORK_HOME=/design/flow/orfs finish
```
**./config.mk**
```make
export PLATFORM = sky130hd
export DESIGN_NAME = trigger
export DESIGN_NICKNAME = trigger
export VERILOG_FILES = /design/flow/design.v
export SDC_FILE = /design/flow/constraint.sdc
export NUM_CORES = 4
export LEC_CHECK = 1
export CORE_AREA = 10 10 93 93
export DIE_AREA = 0 0 103 103
```
**./constraint.sdc**
```tcl
current_design trigger

set clk_period 2.9
set clk_io_pct 0.2

create_clock -name clk0 -period $clk_period [get_ports {adc_clk}]

set non_clock_inputs [all_inputs -no_clocks]
set_input_delay [expr $clk_period * $clk_io_pct] -clock clk0 $non_clock_inputs
set_output_delay [expr $clk_period * $clk_io_pct] -clock clk0 [all_outputs]
```
==> results.txt <==
Physical design

In the finished design, the share of the clock period the worst path needs comes to 58.0%. The warning tally printed by Yosys for this design is 1. In this run the worst hold path is classified as register to register. The placeable core region stands at 6760 µm². The flop and latch count out of synthesis stands at 29. The post-CTS resize count stands at 0. The share of post-route cells with drive strength above 1 stands at 6.25%. The final hold violation count recorded for this run is 0. The buffer_ports step reported a buffer count of 43. For this run, the slowest stage of the critical path takes 0.50 ns. The total overflow reported by the global router stands at 0. Final hold analysis gives a worst-case slack of 0.664 ns. The required time of the worst setup path stands at 2.32 ns.

The floorplan step set the die height to 103 µm. STA classifies the critical path endpoint as an output pin. The leakage dissipation stands at 0.690 nW. The number of buffers and inverters on the critical path stands at 1.

After the first detailed-routing iteration, the DRC count stood at 35. The post-detailed-route DRC marker count stands at 0. TritonCTS built the clock tree. The area growth from synthesis to layout is 68.2%. The die is 103 µm wide. The final antenna diode tally reported by the flow is 0. The report lists the number of standard-cell rows as 30. Per the final report, max-transition violations number 0. The number of cells on the worst reg-to-reg path is 6. Hold analysis lists the worst path endpoint as trigger. The hold path depth stands at 3.

The number of antenna-violating nets in the routed design stands at 0. The clock slew seen by the registers of the worst setup and hold paths stands at 0.07 ns. The tree is rooted in a sky130_fd_sc_hd__clkbuf_8. The clock arrives with 0.00806 ns of skew. The biggest fanout along the worst timing path stands at 2. For the completed layout, the total cell area is recorded as 1560 µm². The via count of the first global-routing pass stands at 741. The post-CTS setup buffer count stands at 0. The worst max-slew margin expressed relative to the limit stands at 84.5%.

The pin count of the biggest net entering global routing stands at 10. The transition time at the pin with the least slew margin stands at 0.231 ns. The worst setup slack for register-to-register paths stands at 1.48 ns. The time the final worst path needs with I/O delays and setup stands at 1.68 ns. The clock sink count stands at 29. The launch point of the worst register-to-register path is recorded as int_dat_a_reg[5]. The count of different cell masters after synthesis stands at 15. Looking at the setup timing report, the critical path kind is register to output pin.

STA classifies the critical path startpoint as a register. The signal on the critical path passes through clkdlybuf4s50_1. The clock passes through at most 2 buffers. The aggregate negative setup slack stands at 0 ns. The run finished with clean final reports. The global-route wire length before repair stands at 3420 µm. The synthesized netlist was found by Yosys to have 77 cells. The average footprint of a synthesized cell stands at 12.0 µm². The stat command in Yosys gives a chip area of 927 µm².

Detailed placement finished with a half-perimeter wire length of 1870 µm. TritonRoute output was used to compute an average wire per cell of 10.6 µm. The post-synthesis instance total stands at 77. The number of antenna violations at the first check in global routing came to 0. The logs give a warning total of 25. The first-pass detailed-route iteration total stands at 4.

During I/O placement, the number of pins put on the boundary was 44. Hold repair after CTS inserted 0 buffers. Setup repair after global routing left no endpoint under its margin. Per the summary, power density relative to cell area is 569 nW/µm². The flow reports an fmax of 594 MHz. Once placement finished, the instance area stood at 1460 µm².

The routed design has 2200 µm of wire. The area of the mapped netlist stands at 927 µm². On the critical path, the stage with the largest delay is an instance of sky130_fd_sc_hd__clkdlybuf4s50_1. The total vias in the final route stands at 678. The kind of cell with the highest combined delay along the critical path is buffers and inverters. Looking at hold timing, the worst path starts from int_treshold[1]. The chip occupies 10600 µm². The final weighted congestion recorded by global placement is 0.748.

The H-tree was split into 2 levels. For this run, the total global-route usage over all layers was measured as 4.19%. The insertion delay of the later-clocked pin in the worst-skew pair stands at 0.28 ns. The total clock buffers created by CTS stands at 5. The data arrival time of the critical path stands at 1.10 ns. The sequential area share after synthesis stands at 62.6%. For the worst reg-to-reg path, the endpoint reported by OpenROAD is trigger.

In the final report, the number of endpoints failing setup comes to 0. Per the power-grid run, VDD falls by no more than 0.243 mV. Using the TritonRoute via totals, the vias-per-cell ratio works out to 3.26. The pre-placement core utilization stands at 13.7%. The number of violations of the max-capacitance limit stands at 0.
layout make-up:
| cell class | instances | area (µm²) |
|---|---|---|
| Clock buffer | 7 | 96.3 |
| Clock inverter | 1 | 5.00 |
| Fill cell | 717 | 5200 |
| Inverter | 14 | 52.6 |
| Multi-Input combinational cell | 34 | 294 |
| Sequential cell | 29 | 581 |
| Tap cell | 80 | 100 |
| Timing Repair Buffer | 43 | 430 |
layout by cell type (no fill, tap or decap), drive strengths merged:
master,n
clkbuf,7
nor2b,1
nor2,1
nand4,3
a311oi,1
nand3,2
o31a,1
and4,1
a21o,2
clkinv,1
nand2,1
inv,14
ha,14
o21ai,2
dfxtp,29
clkdlybuf4s50,43
a21oi,5
tightest hold or removal path, delay by kind of cell, from the launching register on:
family | cells | cell delay (ns)
simple gates | 1 | 0.09
fa+ha+maj | 1 | 0.13
flops | 1 | 0.31
compound gates | 1 | 0.11
report_power, final:
part	internal [mW]	leakage [nW]	switching (mW)
logic	0.0695	0.391	0.0271
registers	0.421	0.245	0.00820
clock network	0.214	0.0542	0.147
total	0.705	0.690	0.182
cells in the mapped netlist:
master,instances,area share (%)
sky130_fd_sc_hd__ha_1,14,19
sky130_fd_sc_hd__nand2_1,1,0.40
sky130_fd_sc_hd__a21o_1,2,1.6
sky130_fd_sc_hd__nand3_1,2,1.1
sky130_fd_sc_hd__dfxtp_1,29,63
sky130_fd_sc_hd__o21ai_1,1,0.54
sky130_fd_sc_hd__a311oi_1,1,0.94
sky130_fd_sc_hd__o31a_1,1,0.94
sky130_fd_sc_hd__inv_1,14,5.7
sky130_fd_sc_hd__a21oi_1,5,2.7
sky130_fd_sc_hd__nor2b_1,1,0.68
sky130_fd_sc_hd__nand4_1,3,2.0
sky130_fd_sc_hd__and4_1,1,0.94
sky130_fd_sc_hd__o21ai_0,1,0.54
sky130_fd_sc_hd__nor2_1,1,0.40
how the worst max path moves through the flow:
stage / start / cells past startpoint / slack [ns] / end
after CTS: int_dat_a_reg[0] / 1 / 1.20 / adc_dat_a_out[0]
after global routing: int_dat_a_reg[0] / 1 / 1.17 / adc_dat_a_out[0]
final: int_dat_a_reg[1] / 1 / 1.22 / adc_dat_a_out[1]
logic make-up (layout without fill, tap and decap cells):
family	count (synthesis)	in the layout	share of synthesized area, %
buffers and inverters	14	65	5.67
flip-flops	29	29	62.6
AND/OR/NAND/NOR	9	9	5.53
AND-OR/OR-AND	11	11	7.29
adder cells (fa/ha/maj)	14	14	18.9
through the flow:
step	std cells	setup slack, ns	util [%]	total power [mW]
3_3_place_gp	200	1.49	21.6	0.539
6_report	208	1.22	23.1	0.887
4_1_cts	208	1.20	23.1	0.911
3_5_place_dp	200	1.47	21.6	0.538
5_1_grt	208	1.17	23.1	0.944
2_1_floorplan	77	1.55	-	0.465
per-layer routing:
layer  track usage [%]  vias to the layer above  share of wire (%)
met5                 0                        -                  0
met4             0.963                        0                1.4
met3              2.98                        4                 14
met2              6.24                       30                 43
met1              4.78                      289                 42
li1                  -                      355                  -
No activity file was given, so power comes from the tool's default toggle rates.
